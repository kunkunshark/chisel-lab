--- flow/design.v ---
module Tx(
  input        clock,
  input        reset,
  output       io_txd,
  output       io_channel_ready,
  input        io_channel_valid,
  input  [7:0] io_channel_bits
);
  reg [10:0] shiftReg;  
  reg [19:0] cntReg;  
  reg [3:0] bitsReg;  
  wire  _io_channel_ready_T = cntReg == 20'h0;  
  wire [9:0] shift = shiftReg[10:1];  
  wire [10:0] _shiftReg_T_1 = {1'h1,shift};  
  wire [3:0] _bitsReg_T_1 = bitsReg - 4'h1;  
  wire [10:0] _shiftReg_T_3 = {2'h3,io_channel_bits,1'h0};  
  wire [19:0] _cntReg_T_1 = cntReg - 20'h1;  
  assign io_txd = shiftReg[0];  
  assign io_channel_ready = cntReg == 20'h0 & bitsReg == 4'h0;  
  always @(posedge clock) begin
    if (reset) begin  
      shiftReg <= 11'h7ff;  
    end else if (_io_channel_ready_T) begin  
      if (bitsReg != 4'h0) begin  
        shiftReg <= _shiftReg_T_1;  
      end else if (io_channel_valid) begin  
        shiftReg <= _shiftReg_T_3;  
      end else begin
        shiftReg <= 11'h7ff;  
      end
    end
    if (reset) begin  
      cntReg <= 20'h0;  
    end else if (_io_channel_ready_T) begin  
      cntReg <= 20'h363;  
    end else begin
      cntReg <= _cntReg_T_1;  
    end
    if (reset) begin  
      bitsReg <= 4'h0;  
    end else if (_io_channel_ready_T) begin  
      if (bitsReg != 4'h0) begin  
        bitsReg <= _bitsReg_T_1;  
      end else if (io_channel_valid) begin  
        bitsReg <= 4'hb;  
      end
    end
  end
endmodule
module Buffer(
  input        clock,
  input        reset,
  input        io_out_ready,
  output       io_out_valid,
  output [7:0] io_out_bits
);
  reg  stateReg;  
  reg [7:0] dataReg;  
  wire  _io_in_ready_T = ~stateReg;  
  wire  _GEN_2 = io_out_ready ? 1'h0 : stateReg;  
  wire  _GEN_4 = _io_in_ready_T | _GEN_2;  
  assign io_out_valid = stateReg;  
  assign io_out_bits = dataReg;  
  always @(posedge clock) begin
    if (reset) begin  
      stateReg <= 1'h0;  
    end else begin
      stateReg <= _GEN_4;
    end
    if (reset) begin  
      dataReg <= 8'h0;  
    end else if (_io_in_ready_T) begin  
      dataReg <= 8'h30;
    end
  end
endmodule
module BufferedTx(
  input   clock,
  input   reset,
  output  io_txd
);
  wire  tx_clock;  
  wire  tx_reset;  
  wire  tx_io_txd;  
  wire  tx_io_channel_ready;  
  wire  tx_io_channel_valid;  
  wire [7:0] tx_io_channel_bits;  
  wire  buf__clock;  
  wire  buf__reset;  
  wire  buf__io_out_ready;  
  wire  buf__io_out_valid;  
  wire [7:0] buf__io_out_bits;  
  Tx tx (  
    .clock(tx_clock),
    .reset(tx_reset),
    .io_txd(tx_io_txd),
    .io_channel_ready(tx_io_channel_ready),
    .io_channel_valid(tx_io_channel_valid),
    .io_channel_bits(tx_io_channel_bits)
  );
  Buffer buf_ (  
    .clock(buf__clock),
    .reset(buf__reset),
    .io_out_ready(buf__io_out_ready),
    .io_out_valid(buf__io_out_valid),
    .io_out_bits(buf__io_out_bits)
  );
  assign io_txd = tx_io_txd;  
  assign tx_clock = clock;
  assign tx_reset = reset;
  assign tx_io_channel_valid = buf__io_out_valid;  
  assign tx_io_channel_bits = buf__io_out_bits;  
  assign buf__clock = clock;
  assign buf__reset = reset;
  assign buf__io_out_ready = tx_io_channel_ready;  
endmodule
module SerialPort(
  input   clock,
  input   reset,
  output  io_tx,
  output  io_led
);
  wire  uart_clock;  
  wire  uart_reset;  
  wire  uart_io_txd;  
  BufferedTx uart (  
    .clock(uart_clock),
    .reset(uart_reset),
    .io_txd(uart_io_txd)
  );
  assign io_tx = uart_io_txd;  
  assign io_led = 1'h1;  
  assign uart_clock = clock;
  assign uart_reset = reset;
endmodule
--- flow/run.sh ---
#!/bin/bash
# OpenROAD 26Q1-2900-gdf79404cd8, Yosys 0.63+post, stock flow scripts
make -C /OpenROAD-flow-scripts/flow DESIGN_CONFIG=/design/flow/config.mk WORK_HOME=/design/flow/orfs finish
--- flow/config.mk ---
export PLATFORM = sky130hd
export DESIGN_NAME = SerialPort
export DESIGN_NICKNAME = SerialPort
export VERILOG_FILES = /design/flow/design.v
export SDC_FILE = /design/flow/constraint.sdc
export NUM_CORES = 4
export LEC_CHECK = 1
export CORE_AREA = 10 10 100 100
export DIE_AREA = 0 0 110 110
--- flow/constraint.sdc ---
current_design SerialPort

set clk_period 7.7
set clk_io_pct 0.2

create_clock -name clk0 -period $clk_period [get_ports {clock}]

set non_clock_inputs [all_inputs -no_clocks]
set_input_delay [expr $clk_period * $clk_io_pct] -clock clk0 $non_clock_inputs
set_output_delay [expr $clk_period * $clk_io_pct] -clock clk0 [all_outputs]
==> Slide: Implementation Results <==
Key Metrics from the Run

Power
  – Design Power: 0.9194 mW
  – LEAKAGE: between 0.6 and 0.7 nW
  – Peak VDD IR: 0.2147 mV
  – PD cells: 487.6 nW/um^2

Synthesis
  – Synth flops: 35
  – Synthesis warning total: 2
  – Synth mux share: 5.401%
  – Yosys simple share: 24.76%
  – Post-synth EDFFs: 0
  – AO/OA Area Share: 15.00%
  – Post-synthesis cell count: 187
  – Xor+xnor area frac: under 10%
  – Yosys stat area: 1668 um^2
  – Unique cell types: 42
  – Seq/Total Area, Yosys: a little over two fifths
  – Main logic family: simple AND/OR/NAND/NOR gates
  – Avg Cell Area, Syn: about 8.9 um^2
  – Synth Area in Adders: 2.251%
  – Cell area after synthesis: 1668 um^2
  – Synth Flop Type: dfxtp_1
  – Synth async-reset ratio: 0%
  – Yosys cell count: between 150 and 200

Route
  – Initial DRC Count: 95
  – Final ANT Viol Nets: 0
  – Via Count: 1,285
  – Drc violations: 0
  – DR vias/cell: ~4.4
  – N_diodes: 0
  – DRT Pass-1 Iters: 4
  – WL final: roughly 3.1 mm
  – DR WL/cell: 10.77 um

Floorplanning
  – Row count: 32
  – Die H: between 100 and 150 um
  – Chip Area: 12,100 um^2
  – Die W: ~110 um
  – Init Core Util: 21.36%
  – Core area: between 7000 and 8000 um^2
  – I/O pins: 4

Finish
  – Post-layout util: 24.15%
  – Layout cell share with drive strength beyond 1: approximately 8.5%
  – Filler cells: 850
  – Flip-flop and latch area: ~700 um^2
  – Comb area: 899.6 um^2
  – Synth-to-layout area growth: 13.05%
  – Non-Filler Instances: 290

STA
  – Slew @ Worst Pin: 0.7519 ns
  – PnR worst setup slack: ~4.7 ns
  – Final Skew: 0.005696 ns
  – RSZ-0062 raised after global routing: false
  – Hold Vio Cnt, Final: 0
  – Sum of negative setup slack: 0 ns
  – Period utilization: 39.46%
  – Final setup violation count: 0
  – Final Max Slew Viols: 0
  – Max_slew headroom: 49.72%
  – Fin crit period: 3.038 ns
  – Fmax: 329.2 MHz

Critical path
  – FF-to-FF path depth: 6
  – CP cell instances: clkdlybuf4s50_1 > inv_1 > o21ai_1 > buf_4 > nor2_1
  – CP peak stage delay: between 0.9 and 1 ns
  – Reg-to-Reg Start: uart.tx.cntReg[0]$_SDFF_PP0_
  – Crit start category: primary input
  – WP data arrival: 3.21 ns
  – Crit Path Category: primary input to flop
  – Slowest CP cell: clkdlybuf4s50_1
  – Crit Path Max Fanout: 23
  – Setup crit end kind: flop
  – Worst reg2reg endpoint: uart.tx.cntReg[16]$_SDFF_PP0_
  – R2R setup slack: between 5 and 6 ns
  – WP data required: around 7.9 ns

Clocking
  – Clock-pin transition on the worst setup and hold timing paths: 0.07 ns
  – Resized cells post-CTS: 0
  – Num CTS Buffers: 5
  – Clk sinks: 35
  – Setup bufs post-CTS: 0
  – Hold buffers post-CTS: 0
  – Maximum buffer depth of the clock tree: 2
  – CTS HTree Levels: 2
  – CTS tree: yes
  – Root buf cell: clkbuf_8
  – Latency at later pin: 0.28 ns

Global route
  – Initial antenna violation count: 0
  – Vias in the first global route: 1,205
  – GRT Resource Usage Total: under 10%
  – Grt ovf: 0
  – First-pass GRT wire length: 5.492 mm
  – Largest net degree at the start of global routing: 24

Outcome
  – Status: complete, no violations

Placement
  – Detailed Place HPWL: around 2.1 mm
  – Placed insts: 282
  – GP Congestion: between 0.8 and 0.9
  – Port Buffers: 2
  – Place WS: 4.344 ns

Worst hold path
  – HP Start: uart.tx.cntReg[0]$_SDFF_PP0_
  – Hold Path End: uart.tx.cntReg[0]$_SDFF_PP0_
  – Cells on Worst Hold Path: 1
  – Min-delay worst type: flop to flop

Run
  – Number of OpenROAD warnings: 26
  – Number of max-cap violations: 0
==> metal layers <==
layer | track usage [%] | vias up | share of wire [%]
met5 | 0 | - | 0
met4 | 0.3717 | 0 | 0
met3 | 1.528 | 0 | 3.6
met2 | 7.663 | 18 | 42
met1 | 8.438 | 589 | 54
li1 | - | 678 | -
==> area by class of cell <==
class                   count  share of cell area [%]
clock inverters             1                  0.3981
well taps                 102                   6.768
multi-input cells         135                   47.71
flip-flops and latches     35                   37.16
repair buffers              3                   1.460
inverters                   7                   1.393
clock buffers               7                   5.109
==> power breakdown <==
part | switching, mW | internal, mW | total [mW]
clock network | 0.0633 | 0.0813 | 0.145
registers | 0.0693 | 0.249 | 0.319
logic | 0.269 | 0.188 | 0.456
==> layout by cell type (no fill, tap or decap), types with 4 or more instances in the layout <==
cell | Yosys | final
a211oi_1 | 6 | 6
a21oi_1 | 13 | 13
clkbuf_8 | 0 | 7
dfxtp_1 | 35 | 35
inv_1 | 7 | 7
mux2i_1 | 9 | 9
nand2_1 | 4 | 4
nand3_1 | 4 | 4
nor2_1 | 20 | 20
nor3_1 | 4 | 4
o21ai_0 | 7 | 7
or3_1 | 4 | 4
or4_1 | 5 | 5
xnor2_1 | 6 | 6
xor2_1 | 6 | 6
==> cells in the mapped netlist, types with 4 or more instances <==
cell,number,area (um^2)
xnor2_1,6,52.55
inv_1,7,26.28
a211oi_1,6,45.04
a21oi_1,13,65.06
nand2_1,4,15.01
or3_1,4,25.02
xor2_1,6,52.55
or4_1,5,37.54
dfxtp_1,35,700.7
nand3_1,4,20.02
nor2_1,20,75.07
nor3_1,4,20.02
clkbuf_1,9,33.78
o21ai_0,7,35.03
mux2i_1,9,90.09
==> metrics by stage <==
stage	area [um^2]	hold WS [ns]
2_1_floorplan	1668	0.4404
3_3_place_gp	1782	0.4666
3_5_place_dp	1782	0.4736
4_1_cts	1886	0.4906
5_1_grt	1886	0.5042
6_report	1886	0.4937
==> state kept, by name (all words and copies together), names as in the netlist <==
name,cells
uart.buf_.dataReg,1
uart.tx.cntReg,20
uart.buf_.stateReg,1
uart.tx.shiftReg,9
uart.tx.bitsReg,4
==> critical path, delay by kind of cell <==
| kind | cells | cell delay (ns) |
|---|---|---|
| buf+inv | 3 | 1.45 |
| compound gates | 1 | 0.15 |
| simple gates | 1 | 0.07 |
==> cell families (layout without fill, tap and decap cells) <==
logic type,after synthesis,after routing
flops,35,35
other cells,1,1
mux,9,9
xor+xnor,12,12
buf+inv,17,18
compound gates,40,40
simple gates,70,70
fa+ha+maj,3,3
==> how the worst max path moves through the flow <==
stage	start	to	slack, ns	cells after the start
4_1_cts	reset	uart.tx.cntReg[2]$_SDFF_PP0_	4.64	5
5_1_grt	reset	uart.tx.cntReg[2]$_SDFF_PP0_	4.52	5
6_report	reset	uart.tx.cntReg[2]$_SDFF_PP0_	4.66	5
Power and IR drop assume default switching activity.
