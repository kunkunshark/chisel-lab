[design.v]
module SevenSegDec(
  input  [3:0] io_in,
  output [6:0] io_out
);
  wire [6:0] _GEN_0 = 4'hf == io_in ? 7'h71 : 7'h0;  
  wire [6:0] _GEN_1 = 4'he == io_in ? 7'h79 : _GEN_0;  
  wire [6:0] _GEN_2 = 4'hd == io_in ? 7'h5e : _GEN_1;  
  wire [6:0] _GEN_3 = 4'hc == io_in ? 7'h39 : _GEN_2;  
  wire [6:0] _GEN_4 = 4'hb == io_in ? 7'h7c : _GEN_3;  
  wire [6:0] _GEN_5 = 4'ha == io_in ? 7'h77 : _GEN_4;  
  wire [6:0] _GEN_6 = 4'h9 == io_in ? 7'h6f : _GEN_5;  
  wire [6:0] _GEN_7 = 4'h8 == io_in ? 7'h7f : _GEN_6;  
  wire [6:0] _GEN_8 = 4'h7 == io_in ? 7'h7 : _GEN_7;  
  wire [6:0] _GEN_9 = 4'h6 == io_in ? 7'h7d : _GEN_8;  
  wire [6:0] _GEN_10 = 4'h5 == io_in ? 7'h6d : _GEN_9;  
  wire [6:0] _GEN_11 = 4'h4 == io_in ? 7'h66 : _GEN_10;  
  wire [6:0] _GEN_12 = 4'h3 == io_in ? 7'h4f : _GEN_11;  
  wire [6:0] _GEN_13 = 4'h2 == io_in ? 7'h5b : _GEN_12;  
  wire [6:0] _GEN_14 = 4'h1 == io_in ? 7'h6 : _GEN_13;  
  assign io_out = 4'h0 == io_in ? 7'h3f : _GEN_14;  
endmodule
module DisplayMultiplexer(
  input        clock,
  input        reset,
  input  [7:0] io_sum,
  input  [7:0] io_price,
  output [6:0] io_seg,
  output [3:0] io_an
);
  wire [3:0] converter_io_in;  
  wire [6:0] converter_io_out;  
  reg [16:0] counterClock;  
  reg [1:0] counterAn;  
  wire [3:0] a = io_price[3:0];  
  wire [3:0] b = io_price[7:4];  
  wire [3:0] c = io_sum[3:0];  
  wire [3:0] d = io_sum[7:4];  
  wire [1:0] _counterAn_T_1 = counterAn + 2'h1;  
  wire [16:0] _counterClock_T_1 = counterClock + 17'h1;  
  wire [3:0] _GEN_2 = 2'h3 == counterAn ? 4'h8 : 4'h1;  
  wire [3:0] _GEN_3 = 2'h2 == counterAn ? 4'h4 : _GEN_2;  
  wire [3:0] _GEN_4 = 2'h1 == counterAn ? 4'h2 : _GEN_3;  
  wire [3:0] select = 2'h0 == counterAn ? 4'h1 : _GEN_4;  
  wire [3:0] _GEN_6 = counterAn == 2'h2 ? c : d;  
  wire [3:0] _GEN_7 = counterAn == 2'h1 ? b : _GEN_6;  
  wire [6:0] sevSeg = converter_io_out;  
  SevenSegDec converter (  
    .io_in(converter_io_in),
    .io_out(converter_io_out)
  );
  assign io_seg = ~sevSeg;  
  assign io_an = ~select;  
  assign converter_io_in = counterAn == 2'h0 ? a : _GEN_7;  
  always @(posedge clock) begin
    if (reset) begin  
      counterClock <= 17'h0;  
    end else if (counterClock == 17'h186a0) begin  
      counterClock <= 17'h0;  
    end else begin
      counterClock <= _counterClock_T_1;  
    end
    if (reset) begin  
      counterAn <= 2'h0;  
    end else if (counterClock == 17'h186a0) begin  
      counterAn <= _counterAn_T_1;  
    end
  end
endmodule
module Display(
  input         clock,
  input         reset,
  input  [15:0] io_sw,
  output [6:0]  io_seg,
  output [3:0]  io_an
);
  wire  dispMux_clock;  
  wire  dispMux_reset;  
  wire [7:0] dispMux_io_sum;  
  wire [7:0] dispMux_io_price;  
  wire [6:0] dispMux_io_seg;  
  wire [3:0] dispMux_io_an;  
  DisplayMultiplexer dispMux (  
    .clock(dispMux_clock),
    .reset(dispMux_reset),
    .io_sum(dispMux_io_sum),
    .io_price(dispMux_io_price),
    .io_seg(dispMux_io_seg),
    .io_an(dispMux_io_an)
  );
  assign io_seg = dispMux_io_seg;  
  assign io_an = dispMux_io_an;  
  assign dispMux_clock = clock;
  assign dispMux_reset = reset;
  assign dispMux_io_sum = io_sw[15:8];  
  assign dispMux_io_price = io_sw[7:0];  
endmodule
[run.sh]
#!/bin/bash
# OpenROAD 26Q1-2900-gdf79404cd8, Yosys 0.63+post, stock flow scripts
make -C /OpenROAD-flow-scripts/flow DESIGN_CONFIG=/design/flow/config.mk WORK_HOME=/design/flow/orfs finish
[config.mk]
export PLATFORM = sky130hd
export DESIGN_NAME = Display
export DESIGN_NICKNAME = Display
export VERILOG_FILES = /design/flow/design.v
export SDC_FILE = /design/flow/constraint.sdc
export NUM_CORES = 4
export LEC_CHECK = 1
export CORE_AREA = 10 10 96 96
export DIE_AREA = 0 0 106 106
[constraint.sdc]
current_design Display

set clk_period 2.6
set clk_io_pct 0.2

create_clock -name clk0 -period $clk_period [get_ports {clock}]

set non_clock_inputs [all_inputs -no_clocks]
set_input_delay [expr $clk_period * $clk_io_pct] -clock clk0 $non_clock_inputs
set_output_delay [expr $clk_period * $clk_io_pct] -clock clk0 [all_outputs]
==> results_tabular.tex <==
% Synthesis and place-and-route results
\begin{tabular}{lr}
\hline
Metric & Value \\
\hline
\multicolumn{2}{l}{\textbf{Final timing}} \\
\quad Final Critical Period & 2794 ps \\
\quad \# setup viols final & 5 \\
\quad Post-Route Hold Slack & 477.6 ps \\
\quad Setup Total Neg Slack & -452.9 ps \\
\quad Final count of hold timing violations & 0 \\
\quad Final max-slew violation count & 0 \\
\quad Period utilisation layout & 107.5\% \\
\quad Clock skew after layout & 3.617 ps \\
\quad Unrepaired setup endpoints after global routing & true \\
\quad Final worst-path setup slack & -193.8 ps \\
\quad Least-Margin Pin Slew & 646.7 ps \\
\quad Maximum achievable frequency & 357.9 MHz \\
\quad Worst slew margin & 56.89\% \\
\multicolumn{2}{l}{\textbf{Synthesis}} \\
\quad Syn Std Cell Area & 1338 sq um \\
\quad Flop and latch count out of synthesis & 19 \\
\quad Gate count after technology mapping & 157 \\
\quad Yosys Instances & 157 \\
\quad Register area share after synthesis & 28.44\% \\
\quad Distinct cell type count of the synthesized netlist & 41 \\
\quad Fraction of synthesized cell area taken by the top area cell type & 28.44\% \\
\quad Average instance area after synthesis & 8.519 sq um \\
\quad Yosys-reported design area after synthesis & 1338 sq um \\
\quad Ranking of synthesized cells by area & sky130\_fd\_sc\_hd\_\_dfxtp\_1 (28\%), sky130\_fd\_sc\_hd\_\_ha\_1 (8.4\%), sky130\_fd\_sc\_hd\_\_xnor2\_1 (5.9\%) \\
\quad Total number of yosys warnings & 1 \\
\quad Leading area contributor after synthesis & sky130\_fd\_sc\_hd\_\_dfxtp\_1 \\
\multicolumn{2}{l}{\textbf{Run status}} \\
\quad Violated checks & setup timing \\
\quad Result of the run & finished with violations \\
\multicolumn{2}{l}{\textbf{GRT}} \\
\quad Pin count of the biggest net entering global routing & 18 \\
\quad Number of antenna violations at the first check in global routing & 0 \\
\quad Leftover overflow at the end of global routing & 0 \\
\quad GRT Resource Usage Total & 6.032\% \\
\quad Global-route wire length before repair & 5844 microns \\
\quad Vias in the first global route & 1226 \\
\multicolumn{2}{l}{\textbf{Worst setup path}} \\
\quad Critical Path Source Type & input pin \\
\quad Reg2reg setup slack & 840 ps \\
\quad Endpoint of the worst register-to-register path & dispMux.counterClock[15] \\
\quad Launch point of the worst path & io\_sw[4] \\
\quad Number of cells on the worst reg-to-reg path & 6 \\
\quad Reg2Reg Launch Point & dispMux.counterClock[0] \\
\quad Worst path required time & 2080 ps \\
\quad Type of destination of the critical path & primary output \\
\quad Type of the worst setup path & in2out \\
\quad Largest fanout of any net on the critical path & 2 \\
\quad Arrival time of the worst setup path & 2270 ps \\
\multicolumn{2}{l}{\textbf{Drt}} \\
\quad Total antenna diodes in the routed design & 0 \\
\quad Routed wirelength normalized by instance count & 11.79 microns \\
\quad Remaining routing DRC violations & 0 \\
\quad Final wirelength & 3737 microns \\
\quad DRC violation total after the first TritonRoute iteration & 54 \\
\quad Post-detailed-route via-to-cell ratio & 4.233 \\
\quad Total via count in the routed design & 1342 \\
\quad Detail Route Antenna Nets & 0 \\
\quad Detailed-router iteration count before antenna repair & 4 \\
\multicolumn{2}{l}{\textbf{Floorplanning}} \\
\quad Area of the chip & 11240 sq um \\
\quad Vertical extent of the die & 106 microns \\
\quad Row count & 31 \\
\quad IO Pins & 29 \\
\quad Floorplan core density & 18.54\% \\
\quad Core Box Area & 7214 sq um \\
\quad Die Span X & 106 microns \\
\multicolumn{2}{l}{\textbf{Power}} \\
\quad Net Switching & 0.1538 mW \\
\quad Comb power frac & 20.9\% \\
\quad PD cells & 295.3 nW/um\^{}2 \\
\quad Share of power burned in registers & 47.3\% \\
\quad Share of total power in the clock network & 31.9\% \\
\quad Switching Fraction & 24.24\% \\
\quad Internal power component & 0.4809 mW \\
\quad Leakage power total & 0.8273 nW \\
\quad Maximum vdd ir drop & 0.2453 mV \\
\multicolumn{2}{l}{\textbf{Clock tree}} \\
\quad Clock transition at the register clock pins on the worst setup and hold paths after CTS & 70 ps \\
\quad Count of H-tree levels built during CTS & 1 \\
\quad Number of buffers added by the clock tree synthesis step & 3 \\
\quad Hold buffer count at CTS & 0 \\
\quad Sinks on Clock Net & 19 \\
\quad Clock insertion delay at the later pin of the skew report & 250 ps \\
\quad Clock root buffer master & sky130\_fd\_sc\_hd\_\_clkbuf\_8 \\
\quad CTS Buffer Depth & 2 \\
\quad TritonCTS clock tree & built \\
\multicolumn{2}{l}{\textbf{Hold path}} \\
\quad Hold path cells & 2 \\
\quad Min-Delay Endpoint & dispMux.counterClock[16] \\
\quad Hold wc startpoint & dispMux.counterClock[16] \\
\quad Worst hold path class & reg2reg \\
\multicolumn{2}{l}{\textbf{Final layout}} \\
\quad Most instantiated logic cell after routing & sky130\_fd\_sc\_hd\_\_buf\_4 \\
\quad Most frequently placed logic cells in the final layout & sky130\_fd\_sc\_hd\_\_buf\_4 (30), sky130\_fd\_sc\_hd\_\_nor2\_1 (17), sky130\_fd\_sc\_hd\_\_dfxtp\_1 (17) \\
\quad Finished Core Util & 29.80\% \\
\quad Post-route cell area & 2150 sq um \\
\quad Area Overhead vs Synth & 60.71\% \\
\quad Share of layout cells above drive strength 1 & 33.49\% \\
\multicolumn{2}{l}{\textbf{Placement}} \\
\quad Input/output buffers & 28 \\
\quad Placer Congestion & 0.8669 \\
\quad Instance area at placement & 1821 sq um \\
\quad Placed wire-length estimate after detailed placement & 2537 microns \\
\multicolumn{2}{l}{\textbf{Run}} \\
\quad Max-capacitance violation count & 0 \\
\quad Tally of OpenROAD warnings & 34 \\
\hline
\end{tabular}
-- state kept, by name (all words and copies together), names as in the netlist --
| signal | flops |
|---|---|
| dispMux.counterAn | 2 |
| dispMux.counterClock | 17 |
-- power groups by stage --
stage | logic (mW) | clock network, mW | registers (mW)
4_1_cts | 0.127 | 0.206 | 0.300
5_1_grt | 0.144 | 0.223 | 0.300
6_report | 0.132 | 0.202 | 0.300
-- critical path: stages --
cell and delay, ps:
sky130_fd_sc_hd__clkdlybuf4s50_1 510, sky130_fd_sc_hd__nor3b_4 70, sky130_fd_sc_hd__a221o_2 310, sky130_fd_sc_hd__buf_4 140, sky130_fd_sc_hd__or4_4 520, sky130_fd_sc_hd__o211ai_2 80, sky130_fd_sc_hd__buf_2 120
-- cells in the mapped netlist (all sizes together) --
cell type and instances:
nand2b 1, nor4b 2, o211ai 5, o32ai 1, buf 5, ha 9, a21oi 4, maj3 1
nor4 2, a221o 1, a211oi 3, nor2 18, dfxtp 19, and4 1, o31ai 3, xor2 5
o21ai 1, or2 2, or4 4, clkbuf 1, nand3b 1, mux2i 6, inv 12, a221oi 1
nand4 8, nand2 6, nor4bb 1, nand3 9, o41ai 1, nor2b 3, nor3 4, a211o 2
xnor2 9, and4b 1, and3 1, nor3b 4
-- what timing repair did --
action,CTS,global route
setup buffers,17,2
pin swaps,10,6
setup endpoints to repair,7,7
resized,56,12
-- through the flow --
step,setup slack (ps),power (mW),std cells
floorplan,147.4,0.3505,157
global placement,-485.4,0.4157,294
detailed placement,-486.0,0.4162,294
CTS,-193.4,0.6327,315
global route,-246.8,0.6674,317
finish,-193.8,0.6347,317
-- cell families (layout without fill, tap and decap cells) --
logic type               after synthesis  after routing  share of synthesized area, %
flip-flops                            19             19                         28.44
XOR/XNOR                              14             14                         9.168
multiplexers                           6              6                         4.490
buffers and inverters                 18             79                         6.454
adder cells (fa/ha/maj)               10             10                         9.168
AND-OR/OR-AND                         22             22                         13.75
AND/OR/NAND/NOR                       68             68                         28.53
-- routing by layer --
| layer | share of wire (%) | global-route usage (%) |
|---|---|---|
| met2 | 40 | 8.966 |
| met5 | 0 | 0 |
| met3 | 4.5 | 1.529 |
| met4 | 0.40 | 0.09671 |
| met1 | 55 | 9.091 |
-- area by class of cell --
| type | instances | area [sq um] |
|---|---|---|
| clock buffer | 4 | 45.04 |
| fill | 766 | 5065 |
| inverter | 12 | 50.05 |
| multi-input combinational | 120 | 1015 |
| sequential | 19 | 385.4 |
| tap | 99 | 123.9 |
| timing repair buffer | 63 | 530.5 |
-- worst max path at each step --
| stage | slack [ps] | end |
|---|---|---|
| finish | -190 | io_seg[0] |
| global route | -250 | io_seg[0] |
| CTS | -190 | io_seg[0] |
Power and IR drop assume default switching activity.
