==> flow/design.v <==
module SevenSegDecoder(
  input  [3:0] io_sw,
  output [6:0] io_seg
);
  wire [6:0] _GEN_0 = 4'hf == io_sw ? 7'h71 : 7'h0;  
  wire [6:0] _GEN_1 = 4'he == io_sw ? 7'h79 : _GEN_0;  
  wire [6:0] _GEN_2 = 4'hd == io_sw ? 7'h5e : _GEN_1;  
  wire [6:0] _GEN_3 = 4'hc == io_sw ? 7'h39 : _GEN_2;  
  wire [6:0] _GEN_4 = 4'hb == io_sw ? 7'h7c : _GEN_3;  
  wire [6:0] _GEN_5 = 4'ha == io_sw ? 7'h77 : _GEN_4;  
  wire [6:0] _GEN_6 = 4'h9 == io_sw ? 7'h6f : _GEN_5;  
  wire [6:0] _GEN_7 = 4'h8 == io_sw ? 7'h7f : _GEN_6;  
  wire [6:0] _GEN_8 = 4'h7 == io_sw ? 7'h7 : _GEN_7;  
  wire [6:0] _GEN_9 = 4'h6 == io_sw ? 7'h7d : _GEN_8;  
  wire [6:0] _GEN_10 = 4'h5 == io_sw ? 7'h6d : _GEN_9;  
  wire [6:0] _GEN_11 = 4'h4 == io_sw ? 7'h66 : _GEN_10;  
  wire [6:0] _GEN_12 = 4'h3 == io_sw ? 7'h4f : _GEN_11;  
  wire [6:0] _GEN_13 = 4'h2 == io_sw ? 7'h5b : _GEN_12;  
  wire [6:0] _GEN_14 = 4'h1 == io_sw ? 7'h6 : _GEN_13;  
  wire [6:0] sevSeg = 4'h0 == io_sw ? 7'h3f : _GEN_14;  
  assign io_seg = ~sevSeg;  
endmodule
module CountSevenSeg(
  input        clock,
  input        reset,
  output [6:0] io_seg,
  output [3:0] io_an
);
  wire [3:0] converter_io_sw;  
  wire [6:0] converter_io_seg;  
  reg [25:0] counter2hz;  
  reg [3:0] counter4bit;  
  wire [3:0] _counter4bit_T_1 = counter4bit + 4'h1;  
  wire [25:0] _counter2hz_T_1 = counter2hz + 26'h1;  
  SevenSegDecoder converter (  
    .io_sw(converter_io_sw),
    .io_seg(converter_io_seg)
  );
  assign io_seg = converter_io_seg;  
  assign io_an = 4'he;  
  assign converter_io_sw = counter4bit;  
  always @(posedge clock) begin
    if (reset) begin  
      counter2hz <= 26'h0;  
    end else if (counter2hz == 26'h2faf080) begin  
      counter2hz <= 26'h0;  
    end else begin
      counter2hz <= _counter2hz_T_1;  
    end
    if (reset) begin  
      counter4bit <= 4'h0;  
    end else if (counter2hz == 26'h2faf080) begin  
      counter4bit <= _counter4bit_T_1;  
    end
  end
endmodule
==> flow/run.sh <==
#!/bin/bash
# OpenROAD 26Q1-2900-gdf79404cd8, Yosys 0.63+post, stock flow scripts
make -C /OpenROAD-flow-scripts/flow DESIGN_CONFIG=/design/flow/config.mk WORK_HOME=/design/flow/orfs finish
==> flow/config.mk <==
export PLATFORM = sky130hd
export DESIGN_NAME = CountSevenSeg
export DESIGN_NICKNAME = CountSevenSeg
export VERILOG_FILES = /design/flow/design.v
export SDC_FILE = /design/flow/constraint.sdc
export NUM_CORES = 4
export LEC_CHECK = 1
export CORE_AREA = 10 10 109 109
export DIE_AREA = 0 0 119 119
==> flow/constraint.sdc <==
current_design CountSevenSeg

set clk_period 5.0
set clk_io_pct 0.2

create_clock -name clk0 -period $clk_period [get_ports {clock}]

set non_clock_inputs [all_inputs -no_clocks]
set_input_delay [expr $clk_period * $clk_io_pct] -clock clk0 $non_clock_inputs
set_output_delay [expr $clk_period * $clk_io_pct] -clock clk0 [all_outputs]
==> impl_metrics.json <==
{
  "crit_chain": "inv_1 -> ha_1 -> nor2_1 -> nor3_1 -> a21oi_1 -> o21ai_0 -> mux2i_1 -> clkdlybuf4s50_1",
  "ctsResizeCount": 0,
  "fin_crit_ps": 3240,
  "status": "completed",
  "ant_nets": 0,
  "rows": 36,
  "ys_sh_xor_pct": 12.3,
  "crit_fanout": 10,
  "fmax_ghz": 0.309,
  "vias_per_cell": 3.80,
  "p_sw_uw": 90.7,
  "fin_crit_sh_pct": 64.7,
  "yosys_area_um2": 1710,
  "worstMarginPinSlew_ps": 814,
  "yosys-stat-cells": 208,
  "antenna_cells": 0,
  "sequentialPowerShare_pct": 55.3,
  "final_hold_viol_count": 0,
  "comb_power_share_pct": 2.5,
  "yosysWarnings": 1,
  "ys_sh_adder_pct": 4.39,
  "routed_wirelength_mm": 3.04,
  "clkPwrFrac_pct": 42.2,
  "grt_overflow": 0,
  "maxSlewViolCount": 0,
  "cts_tree": "built",
  "cts_root_buffer": "clkbuf_8",
  "grt_pass1_vias": 1198,
  "design_area_um2": 1970,
  "dpl.hpwl_mm": 2.10,
  "area_growth_pct": 14.8,
  "fp.dieW_um": 119,
  "synth_seq_share_pct": 35.1,
  "yosysTopAreaCellShare_pct": 35.1,
  "p_sw_share_pct": 20.6,
  "crit_path_end_kind": "primary output",
  "grt_pass1_wl_mm": 5.40,
  "nFillCells": 1087,
  "topCombFamilyByArea": "simple AND/OR/NAND/NOR gates",
  "setup.worst_path.class": "flop to primary output",
  "yosys-top-cells-area": "dfxtp_1 35%, nor2_1 9.2%, xor2_1 9.2%",
  "dr_total_vias": 1308,
  "warnings": 29,
  "rsz0062_at_grt": "no",
  "p_leak_uw": 0.000707,
  "core_um2": 9640,
  "antenna_found_initial": 0,
  "finalClockSkew_ps": 2.58,
  "chipArea_um2": 14200,
  "grt_max_degree": 26,
  "worstHoldPathType": "flop to flop",
  "synth_area_um2": 1710,
  "drive_gt1_share_pct": 6.16,
  "cts_max_level": 2,
  "cp_top_family": "buffers and inverters",
  "mux_share_pct": 1.83,
  "irDropWorstVdd_v": 0.0000707,
  "critPathLaunchType": "flop",
  "crit_arrival_ps": 2240,
  "cts.sink_count": 30,
  "yosys.cell_count.top_type": "nor2_1",
  "p_total_uw": 441,
  "drt_iter0_markers": 167,
  "flop_cell": "dfxtp_1",
  "ctsLongestPathBuffers": 2,
  "enable_flop_cells": 0,
  "post_dp_cell_area_um2": 1880,
  "initCoreUtil_pct": 17.8,
  "post_cts_buffers": 0,
  "async_reset_ff_share_pct": 0,
  "fin_setup_tns_ps": 0,
  "cp_num_buf_inv": 2,
  "slowest_delay_ps": 480,
  "critPathSlowestCell": "clkdlybuf4s50_1",
  "maxSlewHeadroom_pct": 45.8,
  "routedWlPerCell_um": 8.84,
  "io_pins": 13,
  "hold_buffers": 0,
  "insertion_delay_ps": 280,
  "top_area_cell": "dfxtp_1",
  "cts_made_buffers": 5,
  "intPower_uw": 351,
  "grt.total_usage_pct": 4.31,
  "simple_gate_area_share_pct": 31.0,
  "port_buffers": 8,
  "routabilityCongestion": 0.796,
  "power_density_nw_per_um2": 225,
  "synthCells": 208,
  "drc": 0,
  "syn_avg_cell_area_um2": 8.23,
  "drt-pass1-iter-count": 4,
  "required_ps": 4000,
  "common_cells": "42 x nor2_1, 30 x dfxtp_1, 18 x xor2_1, 13 x nand3_1, 11 x nand4_1",
  "finalSetupViolCount": 0,
  "ys_sh_aoi_pct": 7.97,
  "cap_viol_max_count": 0,
  "fp.dieH_um": 119,
  "path_clk_slew_ps": 60,
  "synth.distinct_cells": 40,
  "synth_flops": 30
}
per-layer routing:
metal / routed length, um / track usage (%) / vias to the layer above / share of wire (%)
met5: 0 / 0 / - / 0
met4: 24 / 0.534 / 0 / 0.79
met3: 198 / 1.63 / 2 / 6.5
met2: 1270 / 6.19 / 25 / 42
met1: 1550 / 6.19 / 572 / 51
li1: - / - / 709 / -
layout make-up:
class | count | area, um^2 | share of cell area, %
clock buffers | 6 | 82.6 | 4.20
inverters | 10 | 37.5 | 1.91
multi-input cells | 157 | 998 | 50.8
flip-flops and latches | 30 | 601 | 30.6
well taps | 133 | 166 | 8.47
repair buffers | 8 | 80.1 | 4.07
registers in the layout, indices dropped and copies added (netlist names):
signal and count:
counter2hz 26, counter4bit 4
cell families after synthesis:
logic type,Yosys count
AND-OR/OR-AND,20
XOR/XNOR,24
adder cells (fa/ha/maj),6
buffers and inverters,23
flip-flops,30
multiplexers,3
other,2
AND/OR/NAND/NOR,100
placed cells by master, fill, tap and decap left out, types with 2 or more instances in the layout:
| master | count |
|---|---|
| nand4_1 | 11 |
| o211ai_1 | 2 |
| a31o_2 | 2 |
| conb_1 | 4 |
| mux2i_1 | 2 |
| ha_1 | 6 |
| xor2_1 | 18 |
| nand2b_1 | 2 |
| o21ai_0 | 5 |
| nor2_1 | 42 |
| a21oi_1 | 4 |
| clkbuf_8 | 6 |
| dfxtp_1 | 30 |
| nor4_4 | 2 |
| xnor2_1 | 6 |
| inv_1 | 10 |
| nor4_1 | 2 |
| nand2_1 | 10 |
| nor3_1 | 4 |
| nand3_1 | 13 |
| clkdlybuf4s50_1 | 8 |
| and3_1 | 5 |
worst register-to-register path, stage by stage (launching register included):
cell and delay [ps]:
dfxtp_1 350, nor4b_2 290, nand4_1 220, nor4_4 480
or2_1 700, nor2_1 130
path summary, 6_finish.rpt:
| path | end | cells after the start | startpoint | slack, ps |
|---|---|---|---|---|
| worst min-delay path | counter2hz[0] | 1 | counter2hz[0] | 480 |
| worst max-delay path | io_seg[3] | 8 | counter4bit[0] | 1760 |
| worst max register to register | counter2hz[3] | 5 | counter2hz[4] | 2680 |
| worst min register to register | counter2hz[0] | 1 | counter2hz[0] | 480 |
power groups by stage:
stage / combinational [uW] / sequential (uW) / clock (uW)
after CTS: 11.5 / 244 / 192
after global routing: 13.3 / 244 / 205
final: 11.0 / 244 / 186
through the flow:
step	instances	utilization, %	hold WS, ps	worst slack [ps]
2_1_floorplan	210	-	441	2680
4_1_cts	344	20.4	483	1750
6_report	344	20.4	479	1760
3_3_place_gp	338	19.5	467	2120
3_5_place_dp	338	19.5	471	2060
5_1_grt	344	20.4	530	1550
Power and IR drop assume default switching activity.
